[./design.v]
`timescale 1ns / 1ps
module quadrature_encoder(
    input clk,
    input reset,
    input a,
    input b,
    output dir,
    output [31:0] count
    );
reg [2:0] a_prev;
reg [2:0] b_prev;
reg dir_reg=1'b0;
reg [31:0] count_reg=0;
always @(posedge clk)
 begin
    a_prev <= {a_prev[1:0],a};
    b_prev <= {b_prev[1:0],b};
  end
always @(posedge clk or posedge reset)
   begin
    if (reset == 1'b1) begin
       {dir_reg, count_reg} <= {1'b0, 32'b0};
      end
    else
     case ({a_prev[2],b_prev[2],a_prev[1],b_prev[1]})
      4'b0010: {dir_reg,count_reg} <={1'b1,count_reg+32'b1};
      4'b1011: {dir_reg,count_reg} <={1'b1,count_reg+32'b1};
      4'b1101: {dir_reg,count_reg} <={1'b1,count_reg+32'b1};
      4'b0100: {dir_reg,count_reg} <={1'b1,count_reg+32'b1};
      4'b0001: {dir_reg,count_reg} <={1'b0,count_reg-32'b1};
      4'b0111: {dir_reg,count_reg} <={1'b0,count_reg-32'b1};
      4'b1110: {dir_reg,count_reg} <={1'b0,count_reg-32'b1};
      4'b1000: {dir_reg,count_reg} <={1'b0,count_reg-32'b1};
      default: {dir_reg,count_reg} <= {dir_reg,count_reg};
     endcase
   end
assign count=count_reg;
assign dir = dir_reg;
endmodule
[./run.sh]
#!/bin/bash
# OpenROAD 26Q1-2900-gdf79404cd8, Yosys 0.63+post, stock flow scripts
make -C /OpenROAD-flow-scripts/flow DESIGN_CONFIG=/design/flow/config.mk WORK_HOME=/design/flow/orfs finish
[./config.mk]
export PLATFORM = sky130hd
export DESIGN_NAME = quadrature_encoder
export DESIGN_NICKNAME = quadrature_encoder
export VERILOG_FILES = /design/flow/design.v
export SDC_FILE = /design/flow/constraint.sdc
export NUM_CORES = 4
export LEC_CHECK = 1
export CORE_UTILIZATION = 50
[./constraint.sdc]
current_design quadrature_encoder

set clk_period 11.1
set clk_io_pct 0.2

create_clock -name clk0 -period $clk_period [get_ports {clk}]

set non_clock_inputs [all_inputs -no_clocks]
set_input_delay [expr $clk_period * $clk_io_pct] -clock clk0 $non_clock_inputs
set_output_delay [expr $clk_period * $clk_io_pct] -clock clk0 [all_outputs]
==> run summary <==
Implementation results. The flow ran to the end, and the final reports show no timing, DRC or antenna violations. The chip area line in the Yosys stat output reads 2880 sq um. Compared with the post-synthesis result, the final layout area differs by 17.5%. Buffers placed on the I/O ports in this run total 36.

The floorplan has 27 rows. Area share of the leading cell type in the synthesized netlist landed at 28.7%. The final layout reports a setup TNS of 0 ns. Sequential element share of the synthesized area landed at 32.9%.

Final antenna diode count landed at 0. Mapped cell area landed at 2880 sq um. TritonCTS built the clock tree. In this run, the number of DRC markers left after iteration 0 of detailed routing was 170. Die area landed at 6060 sq um. Via count of the first global-routing pass landed at 2285.

Per the OpenROAD floorplan log, the width of the die is 77.8 um. Critical path arrival landed at 3.76 ns. Number of warnings in the stage logs landed at 26. Post-route core utilization landed at 61.0%.

Pin slew with the least headroom to its limit landed at 0.811 ns. Worst hold-check slack landed at 0.333 ns. The synthesis report lists the most area-consuming cells as sky130_fd_sc_hd__dfrtp_1 29%, sky130_fd_sc_hd__ha_1 13%, sky130_fd_sc_hd__a21oi_1 9.1%, sky130_fd_sc_hd__xnor2_1 5.8%, sky130_fd_sc_hd__nor2_1 4.6%.

Leaving out buffers and inverters, the combinational logic in the layout accounts for 1840 sq um. Routed via count divided by cell count landed at 5.54. The worst setup path is launched from a flop. Total design power landed at 0.00100 W. The largest individual stage delay along the critical path comes from the cell sky130_fd_sc_hd__fa_1. Power density over cell area landed at 296 nW/um^2. The detailed router placed 2433 vias in this run. The region available for standard cell placement spans 5540 sq um. The first global-routing pass estimated 10600 um of wire. Core utilization before placement landed at 51.9%. The critical path is of the reg -> reg type. The run reported a max-capacitance violation count of 0. For this run the top cell type by instance count after synthesis was sky130_fd_sc_hd__a21oi_1.

In this build the clock could be raised as far as 283 MHz. Per the layout area report, the register area comes to 946 sq um. Number of hold buffers added after cts landed at 0. Yosys mapped a number of flops with a built-in enable equal to 0. The congestion estimate from routability-driven global placement came to 0.851. Yosys reports that the most numerous cell types are 52 x sky130_fd_sc_hd__a21oi_1, 35 x sky130_fd_sc_hd__nor2_1, 33 x sky130_fd_sc_hd__dfrtp_1, 30 x sky130_fd_sc_hd__ha_1, 26 x sky130_fd_sc_hd__nand2_1. Final-report hold violation count landed at 0. CTS built an H-tree with a depth of 2. Overall overflow remaining after global route landed at 0. The registers of the reported paths see a clock transition of 0.08 ns. The synthesized design contains 39 register bits. Synthesized instance count landed at 338. Per the CTS log, the root buffer master is sky130_fd_sc_hd__clkbuf_8. By instance count, the cell type seen most on the critical path is sky130_fd_sc_hd__a211o_1.

On the critical path the largest part of the delay comes from AND-OR/OR-AND gates. OpenSTA, run right after detailed placement, puts the worst setup slack at 7.58 ns. The number of antenna violations at the first check in global routing was 0. Clock tree buffer depth landed at 2. Portion of the clock cycle consumed by the worst path in the final layout landed at 31.9%. TritonCTS buffer count landed at 5. The synthesis report names the predominant flop master as sky130_fd_sc_hd__dfrtp_1. Delay of the slowest cell on the worst path landed at 0.40 ns. The layout has 497 filler cells. The analysis reports a worst IR drop on VDD of 0.140 mV. Total wire length landed at 6140 um.

After layout, the minimum clock period comes to 3.54 ns. Counting pins that exceed their max-slew limit in the final report gives 0. The synth_stat.txt file lists the number of cells as 338. The clock net in this run drives a total of 39 sinks.

Setup repair after global routing left no endpoint under its margin. Global routing consumed, over all layers together, 22.3% of the routing resources. Detailed-route DRC error count landed at 0. Proportion of layout cells with a drive suffix above 1 landed at 4.63%. Of all flip-flops after synthesis, the portion carrying an async set or reset was 84.6%. Per the post-synthesis stats, the area per cell is 8.51 sq um. Entering global routing, the biggest net connects 48 pins. Per the synthesis report, the dominant area consumer among library cells is sky130_fd_sc_hd__dfrtp_1. Together, buffers and inverters on the worst path number 2. Buffer count from post-CTS setup fixing landed at 0. Worst path setup slack after routing landed at 7.56 ns. Per the OpenROAD floorplan log, the height of the die is 77.8 um. Once the clock tree was built, the resizer swapped 0 gates to a different size. For this run, the number of Yosys warnings is 1.

The register with the most flip-flops in the layout has 32 of them. Sum of net half-perimeters after detailed placement landed at 4420 um. Remaining number of nets flagged by the antenna check after routing landed at 0. Listed in order, past its start point the critical path passes xnor2_1, and2_1, buf_4, inv_1, fa_1, and2b_1, o2111ai_1, a211o_1, a211o_1, o21ba_4, o31ai_4, a311oi_1, xor2_1, o21ai_1. Tightest slew margin relative to the limit landed at 45.9%.

Iteration count of the initial detailed-routing pass landed at 4. Worst setup skew after layout landed at 0.0126 ns. The required time at the worst endpoint is listed as 11.32 ns.

Routed wire length per instance landed at 14.0 um. Clock latency on the worst-skew pair landed at 0.30 ns. Distinct cell type count of the synthesized netlist landed at 40. STA classifies the critical path endpoint as a flop. Count of endpoints failing setup in the final report landed at 0. I/O pin count landed at 37. The min-delay analysis places its worst path in the category reg -> reg. The analysis attributes to cell leakage a power of 1.51 nW. Highest net fanout along the worst path landed at 34.
## stage by stage
| stage | area [sq um] | std cells |
|---|---|---|
| detailed placement | 3280 | 431 |
| finish | 3380 | 439 |
| global route | 3380 | 439 |
| CTS | 3380 | 439 |
| floorplan | 2880 | 338 |
| global placement | 3280 | 431 |
## cell families (layout without fill, tap and decap cells)
kind of cell,after synthesis,in the layout,synth area share [%]
buffers and inverters,24,53,3.13
adders and majority gates,31,31,13.8
AOI/OAI and AO/OA,120,120,25.5
muxes,2,2,0.696
and+or+nand+nor,91,91,14.5
DFF,39,39,32.9
xor gates and xnor gates,31,31,9.44
## cell usage in the layout, fill, tap and decap left out, types with 12 or more instances in the layout
cell type,synthesis,layout
sky130_fd_sc_hd__a21o_1,17,17
sky130_fd_sc_hd__o21ai_0,21,21
sky130_fd_sc_hd__clkdlybuf4s50_1,0,36
sky130_fd_sc_hd__nand2_1,26,26
sky130_fd_sc_hd__xnor2_1,19,19
sky130_fd_sc_hd__a21oi_1,52,52
sky130_fd_sc_hd__ha_1,30,30
sky130_fd_sc_hd__xor2_1,12,12
sky130_fd_sc_hd__dfrtp_1,33,33
sky130_fd_sc_hd__nor2_1,35,35
## final cells by class
| type | instances | share of cell area (%) |
|---|---|---|
| multi-input cells | 275 | 54.4 |
| flip-flops and latches | 39 | 28.0 |
| repair buffers | 39 | 11.3 |
| well taps | 72 | 2.67 |
| clock buffers | 6 | 2.44 |
| inverters | 6 | 0.666 |
| clock inverters | 2 | 0.481 |
## power by group
| group | total (W) | internal [W] | switching, W |
|---|---|---|---|
| clock network | 0.000106 | 0.0000508 | 0.0000553 |
| logic | 0.000640 | 0.000325 | 0.000315 |
| registers | 0.000254 | 0.000204 | 0.0000508 |
## path summary, 6_finish.rpt
path | startpoint | endpoint | slack [ns] | depth (start not counted)
max in group asynchronous | reset | count_reg[23]$_DFFE_PP0P_ | 8.48 | 3
worst min-delay path | b_prev[0]$_DFF_P_ | b_prev[1]$_DFF_P_ | 0.33 | 0
min in group asynchronous | reset | count_reg[6]$_DFFE_PP0P_ | 2.30 | 3
worst min register to register | b_prev[0]$_DFF_P_ | b_prev[1]$_DFF_P_ | 0.33 | 0
worst max-delay path | a_prev[1]$_DFF_P_ | count_reg[28]$_DFFE_PP0P_ | 7.56 | 14
worst max register to register | a_prev[1]$_DFF_P_ | count_reg[28]$_DFFE_PP0P_ | 7.56 | 14
## per-layer routing
| layer | vias up | GRT usage [%] | part of all wire, % |
|---|---|---|---|
| li1 | 1278 | - | - |
| met1 | 1107 | 35.5 | 51 |
| met2 | 46 | 34.3 | 44 |
| met3 | 2 | 2.99 | 3.5 |
| met4 | 0 | 1.89 | 0.50 |
| met5 | - | 0 | 0 |
Power figures rest on the tool's default switching activity, not on a simulated workload.

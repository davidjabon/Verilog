==> design/flow/design.v <==
`timescale 1ns / 1ps
module add3(
    input [3:0] in,
    output reg [3:0] out
    );
always @ (in)
	case(in)
	    	4'b0000: out <= 4'b0000;
		4'b0001: out <= 4'b0001;
		4'b0010: out <= 4'b0010;
		4'b0011: out <= 4'b0011;
	    	4'b0100: out <= 4'b0100;
		4'b0101: out <= 4'b1000;
	    	4'b0110: out <= 4'b1001;
		4'b0111: out <= 4'b1010;
		4'b1000: out <= 4'b1011;
		4'b1001: out <= 4'b1100;
		default: out <= 4'b0000;
	endcase
endmodule
`timescale 1ns / 1ps
module binary_to_BCD_ten_bit(
    input [9:0] in,
    output [3:0] ones,
    output [3:0] tens,
    output [3:0] hundreds,
    output thousands
    );
wire [3:0] c1,c2,c3,c4,c5,c6,c7,c8,c9,c10,c11,c12;
wire [3:0] d1,d2,d3,d4,d5,d6,d7,d8,d9,d10,d11,d12;
assign d1 = {1'b0,in[9:7]};
assign d2 = {c1[2:0],in[6]};
assign d3 = {c2[2:0],in[5]};
assign d4 = {1'b0,c1[3],c2[3],c3[3]};
assign d5 = {c3[2:0],in[4]};
assign d6 = {c4[2:0],c5[3]};
assign d7 = {c5[2:0],in[3]};
assign d8 = {c6[2:0],c7[3]};
assign d9 = {c7[2:0],in[2]};
assign d10 = {1'b0,c4[3],c6[3],c8[3]};
assign d11 = {c8[2:0],c9[3]};
assign d12 = {c9[2:0],in[1]};
add3 m1(d1,c1);
add3 m2(d2,c2);
add3 m3(d3,c3);
add3 m4(d4,c4);
add3 m5(d5,c5);
add3 m6(d6,c6);
add3 m7(d7,c7);
add3 m8(d8,c8);
add3 m9(d9,c9);
add3 m10(d10,c10);
add3 m11(d11,c11);
add3 m12(d12,c12);
assign ones = {c12[2:0],in[0]};
assign tens = {c11[2:0],c12[3]};
assign hundreds = {c10[2:0],c11[3]};	 
assign thousands = c10[3];
endmodule
==> design/flow/run.sh <==
#!/bin/bash
# OpenROAD 26Q1-2900-gdf79404cd8, Yosys 0.63+post, stock flow scripts
make -C /OpenROAD-flow-scripts/flow DESIGN_CONFIG=/design/flow/config.mk WORK_HOME=/design/flow/orfs finish
==> design/flow/config.mk <==
export PLATFORM = sky130hd
export DESIGN_NAME = binary_to_BCD_ten_bit
export DESIGN_NICKNAME = binary_to_BCD_ten_bit
export VERILOG_FILES = /design/flow/design.v
export SDC_FILE = /design/flow/constraint.sdc
export NUM_CORES = 4
export LEC_CHECK = 1
export CORE_AREA = 10 10 75 75
export DIE_AREA = 0 0 85 85
==> design/flow/constraint.sdc <==
current_design binary_to_BCD_ten_bit

set clk_period 7.7
set clk_io_pct 0.2

create_clock -name clk0 -period $clk_period

set non_clock_inputs [all_inputs -no_clocks]
set_input_delay [expr $clk_period * $clk_io_pct] -clock clk0 $non_clock_inputs
set_output_delay [expr $clk_period * $clk_io_pct] -clock clk0 [all_outputs]
==> deck_impl_summary.md <==
Physical Implementation Snapshot

Outcome
  • Outcome: finished, final reports clean

Floorplanning
  • # rows: 23
  • Die height: 85 um
  • I/O pins: 23
  • Die area: a little over 7000 um2
  • Core area: 4060 um2
  • Die W: between 80 and 90 um
  • Fp util: 29.7%

Global route
  • Vias in the first global route: 1,180
  • First-pass GRT wire length: roughly 5500 um
  • Pin count of the biggest net entering global routing: 24
  • Grt ovf: 0
  • Initial antenna violation count: 0
  • Gr usage total: 8.34%

Setup path
  • Worst path required time: 6160 ps
  • CP peak stage delay: 750 ps
  • Delay-heaviest family, CP: AND-OR/OR-AND gates
  • Crit path DAT: between 5000 and 6000 ps
  • Critical Path Fanout Max: 20
  • Worst path cell trace: clkdlybuf4s50_1, or3b_1, o22a_1, a32o_2, and2_1, a211oi_2, a221o_2, mux2_4, a211o_1, clkdlybuf4s50_1
  • Crit Path Category: input pin to primary output
  • WP buf/inv: 2
  • CP Capture Type: primary output
  • Setup crit start kind: input pin
  • CP most frequent cell: clkdlybuf4s50_1
  • CP max-delay cell: clkdlybuf4s50_1

Power and ir drop
  • Pwr dens: 86.2 nW/um2
  • Combinational share of power: ~100%
  • Clk pwr share: 0%
  • Psw: about 0.000060 W
  • Pint: between 0.00005 and 0.00006 W
  • Peak supply drop: 0.0298 mV
  • Pleak: 0.481 nW
  • Net Sw Frac: between 40% and 50%
  • Seq pwr share: 0%

Placed design
  • Placed instance area: between 1000 and 1500 um2
  • HPWL Detailed: 2390 um
  • I/O Buffers: 21
  • Final RePlAce weighted congestion: slightly below 0.9

STA
  • Final period util: 86.9%
  • Max-slew headroom: 49.1%
  • Max Fclk: around 150 MHz
  • Measured slew at the worst slew-check pin: approximately 760 ps
  • RSZ-0062 raised after global routing: false
  • Slew Limit Fails: 0
  • Crit path time final: 6690 ps
  • Count of final setup violators: 0
  • TNS Setup: 0 ps
  • Final Hold Viols: 0

Finish
  • Fillers: 437
  • MI comb area: around 1100 um2
  • P&R area growth vs syn: 15.0%
  • # clk buffers: 0
  • Fin area: 1390 um2
  • Flip-flops: 0
  • Flop area: 0 um2
  • Layout cells sized above 1: under 10%

Detailed routing
  • N_diodes: 0
  • WL final: roughly 3300 um
  • DR WL/cell: 13.4 um
  • Iter 0 DRT Violations: around 190
  • Via-per-instance ratio: approximately 5.7
  • Drt pass-1 iters: 5
  • Via count: 1,373
  • Post-route ant nets: 0
  • Detailed-route DRC error count: 0

Run
  • Max-cap violations: 0
  • Number of OpenROAD warnings: 32

Synth
  • Post-synthesis cell count: approximately 190
  • Ys Warns: 1
  • Top-area cell share: under 10%
  • Mapped cell area: around 1200 um2
  • Synth Area in XOR/XNOR: about 4.4%
  • MUX area fraction: under 10%
  • Basic Gates by Area: between 30% and 40%
  • Dominant cell type by area after synthesis: o21ai_0
  • Post-synth cell types: just under 60
  • Dominant comb cell: AND-OR/OR-AND gates
  • Post-synthesis sequential area ratio: 0%
  • YS chip area: 1210 um2
  • Mapped Avg Cell Area: 6.31 um2
  • Top cells by area: o21ai_0 (6.2%), nand3_1 (5.4%), nand2_1 (5.3%)
  • Aoi share: 41.5%
  • Yosys cell count: 191
  • Fa+ha+maj area frac: 0%
  • Top cells by instance count after synthesis: nand2_1 (17), o21ai_0 (15), nand3_1 (13)
  • Cell with the most instances after synthesis: nand2_1

Worst hold path
  • Worst hold path type: input pin to primary output

Clocking
  • Number of gates resized after cts: 0
  • Post-CTS Setup Bufs: 0
  • CTS Hold Bufs: 0
==> power by group through the flow <==
stage | clock network (W) | registers [W] | logic (W)
finish | 0 | 0 | 0.000120
global route | 0 | 0 | 0.000134
CTS | 0 | 0 | 0.000121
==> cell families after synthesis <==
kind of cell | count (synthesis)
AND-OR/OR-AND | 69
XOR/XNOR | 6
buffers and inverters | 26
multiplexers | 5
AND/OR/NAND/NOR | 85
==> cell type report <==
cell class | count | area share [%]
multi-input combinational | 165 | 77.6
timing repair buffer | 24 | 16.8
tap | 50 | 4.51
inverter | 4 | 1.08
==> layer usage <==
layer	vias up	wire (um)	global-route usage, %
li1	722	-	-
met4	0	0	0
met5	-	0	0
met3	0	140	0.771
met2	16	1550	13.2
met1	635	1570	12.5
==> per-stage QoR <==
stage / cells / setup WS, ps / hold WS (ps) / utilization [%] / total power [W]
2_1_floorplan: 191 / 2460 / 3150 / - / 0.0000815
3_3_place_gp: 243 / 1010 / 3080 / 34.2 / 0.000121
3_5_place_dp: 243 / 1040 / 3080 / 34.2 / 0.000120
4_1_cts: 243 / 1020 / 3080 / 34.2 / 0.000121
5_1_grt: 243 / 828 / 3080 / 34.2 / 0.000134
6_report: 243 / 1010 / 3080 / 34.2 / 0.000120
==> layout by cell type, fill, tap and decap left out, drive strengths merged, types with 3 or more instances in the layout <==
cell type,n
a211oi,3
a21oi,11
a221oi,4
a31oi,4
and2,5
and3b,3
buf,3
clkdlybuf4s50,21
inv,4
mux2,3
nand2,18
nand2b,8
nand3,13
nor2,11
nor2b,4
nor3,11
nor3b,3
o21ai,17
o22ai,4
o2bb2ai,3
xnor2,5
==> final timing paths <==
path	startpoint	end	cells past startpoint
worst min-delay path	in[0]	ones[0]	0
worst max-delay path	in[4]	tens[2]	10
Power is estimated from default activity; no workload was simulated.

==> flow/design.v <==
`timescale 1ns / 1ps
module add3(
    input [3:0] in,
    output reg [3:0] out
    );
always @ (in)
	case(in)
	    	4'b0000: out <= 4'b0000;
		4'b0001: out <= 4'b0001;
		4'b0010: out <= 4'b0010;
		4'b0011: out <= 4'b0011;
	    	4'b0100: out <= 4'b0100;
		4'b0101: out <= 4'b1000;
	    	4'b0110: out <= 4'b1001;
		4'b0111: out <= 4'b1010;
		4'b1000: out <= 4'b1011;
		4'b1001: out <= 4'b1100;
		default: out <= 4'b0000;
	endcase
endmodule
`timescale 1ns / 1ps
module binary_to_BCD_fourteen_bit(
    input [13:0] in,
    output [3:0] ones,
    output [3:0] tens,
    output [3:0] hundreds,
    output [3:0] thousands
    );
wire [3:0] c1,c2,c3,c4,c5,c6,c7,c8,c9,c10,c11,c12,c13,c14,c15,c16,c17,c18,c19,c20,c21,c22,c23,c24,c25;
wire [3:0] d1,d2,d3,d4,d5,d6,d7,d8,d9,d10,d11,d12,d13,d14,d15,d16,d17,d18,d19,d20,d21,d22,d23,d24,d25;
assign d1 = {1'b0,in[13:11]};
assign d2 = {c1[2:0],in[10]};
assign d3 = {c2[2:0],in[9]};
assign d4 = {1'b0,c1[3],c2[3],c3[3]};
assign d5 = {c3[2:0],in[8]};
assign d6 = {c4[2:0],c5[3]};
assign d7 = {c5[2:0],in[7]};
assign d8 = {c6[2:0],c7[3]};
assign d9 = {c7[2:0],in[6]};
assign d10 = {1'b0,c4[3],c6[3],c8[3]};
assign d11 = {c8[2:0],c9[3]};
assign d12 = {c9[2:0],in[5]};
assign d13 = {c10[2:0],c11[3]};
assign d14 = {c11[2:0],c12[3]};
assign d15 = {c12[2:0],in[4]};
assign d16 = {c13[2:0],c14[3]};
assign d17 = {c14[2:0],c15[3]};
assign d18 = {c15[2:0],in[3]};
assign d19 = {c16[2:0],c17[3]};
assign d20 = {c17[2:0],c18[3]};
assign d21 = {c18[2:0],in[2]};
assign d22 = {c10[3],c13[3],c16[3],c19[3]};
assign d23 = {c19[2:0],c20[3]};
assign d24 = {c20[2:0],c21[3]};
assign d25 = {c21[2:0],in[1]};
add3 m1(d1,c1);
add3 m2(d2,c2);
add3 m3(d3,c3);
add3 m4(d4,c4);
add3 m5(d5,c5);
add3 m6(d6,c6);
add3 m7(d7,c7);
add3 m8(d8,c8);
add3 m9(d9,c9);
add3 m10(d10,c10);
add3 m11(d11,c11);
add3 m12(d12,c12);
add3 m13(d13,c13);
add3 m14(d14,c14);
add3 m15(d15,c15);
add3 m16(d16,c16);
add3 m17(d17,c17);
add3 m18(d18,c18);
add3 m19(d19,c19);
add3 m20(d20,c20);
add3 m21(d21,c21);
add3 m22(d22,c22);
add3 m23(d23,c23);
add3 m24(d24,c24);
add3 m25(d25,c25);
assign ones = {c25[2:0],in[0]};
assign tens = {c24[2:0],c25[3]};
assign hundreds = {c23[2:0],c24[3]};	 
assign thousands ={c22[2:0],c23[3]};
endmodule
==> flow/run.sh <==
#!/bin/bash
# OpenROAD 26Q1-2900-gdf79404cd8, Yosys 0.63+post, stock flow scripts
make -C /OpenROAD-flow-scripts/flow DESIGN_CONFIG=/design/flow/config.mk WORK_HOME=/design/flow/orfs finish
==> flow/config.mk <==
export PLATFORM = sky130hd
export DESIGN_NAME = binary_to_BCD_fourteen_bit
export DESIGN_NICKNAME = binary_to_BCD_fourteen_bit
export VERILOG_FILES = /design/flow/design.v
export SDC_FILE = /design/flow/constraint.sdc
export NUM_CORES = 4
export LEC_CHECK = 1
export CORE_UTILIZATION = 30
==> flow/constraint.sdc <==
current_design binary_to_BCD_fourteen_bit

set clk_period 10.5
set clk_io_pct 0.2

create_clock -name clk0 -period $clk_period

set non_clock_inputs [all_inputs -no_clocks]
set_input_delay [expr $clk_period * $clk_io_pct] -clock clk0 $non_clock_inputs
set_output_delay [expr $clk_period * $clk_io_pct] -clock clk0 [all_outputs]
==> results.tsv <==
metric	value	unit
outcome	complete, no violations	
rsz0062_at_grt	false	
finalSetupViolCount	0	
grt_overflow_total	0	
power_density	132	nW/um^2
post_cts_buffers	0	
area_growth	12.5	%
yosysWarningCount	1	
synth_cells	422	
drc	0	
crit_type	primary input to output pin	
min-delay-start	in[0]	
crit_fanout	22	
syn_area_per_cell	6.03	sq um
intPower	177	uW
maxCapViolations	0	
period_needed	9.85	ns
cp-start-kind	primary input	
wl	6930	microns
crit_family	AND-OR/OR-AND gates	
synthTopLogicFamily	AND-OR/OR-AND gates	
grt_max_degree	23	
netlist.top_cell.by_area	nor2_1	
endpoint_kind	output pin	
clock.fmax	102	MHz
min_path_cells	0	
synth_top_area_share	7.81	%
fp-row-count	33	
dieArea	8860	sq um
cpPeakStageDelay	0.79	ns
finalMaxSlewViolations	0	
yosys_area	2550	sq um
simple_gate_share	33.1	%
cp.arrival	7.75	ns
layout.cells.most_common	nor2_1	
grt_first_pass_wirelength	11700	microns
ys_cells	422	
antenna_found_initial	0	
pwr-share-clk	0	%
tns	0	ns
first_global_vias	2567	
switchingPower	201	uW
hold_viol_final	0	
crit_start	in[9]	
ant_nets	0	
dp.final_hpwl	5100	microns
leakage	1.06	nW
hp-class	primary input to output pin	
sw_frac_of_total	53.2	%
ys_sh_aoi	49.5	%
core_area	8220	sq um
area_leaders	nor2_1 7.8%, o21ai_0 7.1%, a21oi_1 6.5%, nand2_1 5.5%, clkbuf_1 3.4%	
hold_slack	4.20	ns
diodes	0	
die-width	94.1	microns
cp.buffers_inverters	2	
io_buffer_count	28	
fp-utilization	31.0	%
comb_power_share	100.0	%
viasPerCell	6.03	
crit_chain	clkdlybuf4s50_1, nor2b_1, and3_1, a22o_1, or3_1, mux2_2, o221a_4, maj3_2, a221o_1, maj3_2, o21a_1, o211a_1, o41ai_2, o41ai_1, or2_1, o211ai_1, clkdlybuf4s50_1	
tightest_slew	0.897	ns
placed_cell_area	2870	sq um
most-common-layout-cells	53 x nor2_1, 37 x nand2_1, 36 x o21ai_0, 33 x a21oi_1, 28 x clkdlybuf4s50_1	
slew_headroom	40.2	%
cts.repair.resized	0	
cts_hold_repair.buffers	0	
ios	30	
drtIter0Drc	215	
finalCritPeriodShare	93.8	%
vias	3185	
syn_area	2550	sq um
ys_sh_adder	0.885	%
warnings	32	
holdPathEnd	ones[0]	
mux_share	5.06	%
seq_power_share	0	%
ys_seq_share	0	%
nClkBuffers	0	
drive_gt1_share	6.86	%
xor_share	2.06	%
flops	0	
cp_slowest_cell	clkdlybuf4s50_1	
gp_congestion	0.930	
dieHeight	94.1	microns
dr.pass1.iters	5	
worstPathRequired	8.40	ns
design_area	2870	sq um
path_depth	17	
regArea	0	sq um
wl_per_cell	13.1	microns
track_usage	15.5	%
yosys.cell_types.count	70	
peakVddDrop	104	uV
## kinds of logic (layout without fill, tap and decap cells)
family	Yosys count	after routing
xor+xnor	6	6
mux	12	12
buf+inv	54	55
fa+ha+maj	2	2
simple gates	170	170
compound gates	178	178
## synth_stat cells (4+ instances only)
library cell	number
clkbuf_1	23
o31ai_1	7
nor3_1	14
xnor2_1	4
o21ai_0	36
a2111oi_0	5
o22ai_1	7
a21oi_1	33
nand2b_1	6
o31a_1	4
nor3b_1	6
a221o_1	4
and3_1	5
a211oi_1	9
nand3_1	9
nor4_1	4
a21o_1	7
o211a_1	7
nand2_1	37
inv_1	14
buf_4	4
a31oi_1	9
a22o_1	5
mux2_2	7
nand4_1	6
a221oi_1	4
nor2b_1	10
nor2_1	53
mux2i_1	5
buf_2	11
## how the worst max path moves through the flow
stage | endpoint | slack (ns)
finish | hundreds[1] | 0.65
CTS | hundreds[1] | 0.70
global route | tens[2] | 0.27
## final cells by class
| type | instances | area [sq um] |
|---|---|---|
| well taps | 105 | 131 |
| fillers | 882 | 5350 |
| multi-input cells | 368 | 2310 |
| inverters | 15 | 56.3 |
| repair buffers | 40 | 370 |
## power groups by stage
stage     logic [mW]  clock network, mW  registers [mW]
4_1_cts        0.376                  0               0
5_1_grt        0.427                  0               0
6_report       0.379                  0               0
## layer usage
layer	global-route usage, %	vias up	share of wire, %
li1	-	1637	-
met1	25.2	1454	52
met2	23.1	90	43
met3	0.329	4	4.5
met4	1.67	0	0.43
met5	0	-	0
## stage by stage
| stage | utilization (%) | std cells | total power [mW] | worst slack (ns) |
|---|---|---|---|---|
| global route | 34.9 | 528 | 0.427 | 0.269 |
| finish | 34.9 | 528 | 0.379 | 0.650 |
| floorplan | - | 422 | 0.259 | 2.44 |
| detailed placement | 34.9 | 528 | 0.374 | 0.707 |
| CTS | 34.9 | 528 | 0.376 | 0.701 |
| global placement | 34.9 | 528 | 0.371 | 0.777 |
Power is estimated from default activity; no workload was simulated.
